$ cat ./config.mk
export PLATFORM = sky130hd
export DESIGN_NAME = Diff_2
export DESIGN_NICKNAME = Diff_2
export VERILOG_FILES = /design/flow/design.v
export SDC_FILE = /design/flow/constraint.sdc
export NUM_CORES = 4
export LEC_CHECK = 1
export CORE_AREA = 10 10 70 70
export DIE_AREA = 0 0 80 80
$ cat ./constraint.sdc
current_design Diff_2

set clk_period 4.1
set clk_io_pct 0.2

create_clock -name clk0 -period $clk_period

set non_clock_inputs [all_inputs -no_clocks]
set_input_delay [expr $clk_period * $clk_io_pct] -clock clk0 $non_clock_inputs
set_output_delay [expr $clk_period * $clk_io_pct] -clock clk0 [all_outputs]
$ cat ./design.v
module Diff_2(     
	input wire 	[7:0]	In1,
	input wire 	[7:0]	In2,
	output wire	[8:0]	Out
);
	always @(*) 
		if (In1 > In2 )
			Out = (In1<<1) - (In2<<1);
		else
			Out = (In2<<1) - (In1<<1);	
endmodule
$ cat ./run.sh
#!/bin/bash
# OpenROAD 26Q1-2900-gdf79404cd8, Yosys 0.63+post, stock flow scripts
make -C /OpenROAD-flow-scripts/flow DESIGN_CONFIG=/design/flow/config.mk WORK_HOME=/design/flow/orfs finish
==> changes_impl.md <==
### Implementation results

- Vias/cell: 4.18
- Vias in the first global route: 717
- Mapped Cells: 88
- Core area: 3420 sq um
- WP data arrival: 3100 ps
- Initial Util: 20.0%
- Row count: 21
- Mapped Area: 684 sq um
- Antenna violations before repair: 0
- Area growth syn-to-layout: 55.9%
- CP Class: in2out
- Logic area: 611 sq um
- Clock buffers: 0
- Setup TNS: 0 ps
- Peak supply drop: 0.0000449 V
- Filler cells: 379
- Gpl congestion: 0.904
- Avg WL per Cell: 10.9 microns
- Yosys warns: 3
- Unique cell types: 27
- Final period util: 95.7%
- Max Cap Viol: 0
- Sequential element share of the synthesized area: 0%
- Detailed Routing Iterations Pass 1: 6
- Vias: 690
- Final hold violations: 0
- Unrepaired setup endpoints after global routing: no
- # Cells Yosys: 88
- # setup viols final: 0
- Cell area after layout: 1070 sq um
- Yosys synthesis chip area: 684 sq um
- Detail Route Antenna Nets: 0
- Post-DP HPWL: 1620 microns
- Post-layout min period: 3920 ps
- Die ar.: 6400 sq um
- Largest fanout on the critical path: 4
- # DRC: 0
- Ratio of cells with drive above 1 in the final layout: 19.3%
- CP Capture Type: output pin
- Worst setup endpoint: Out[3]
- Final Util: 31.2%
- Crit path launch type: input pin
- Leakage: 0.546 nW
- Register area: 0 sq um
- Worst Setup SP: In2[0]
- IO buf count: 24
- Iter 0 DRT Violations: 19
- Pwr dens: 146 nW/um^2
- Total grt overflow: 0
- Placed cell area: 1020 sq um
- Min-delay worst type: in2out
- Crit path DRT: 3280 ps
- Status: completed
- Global-route wire length before repair: 3110 microns
- Largest net degree at the start of global routing: 8
- Post-Route WL: 1800 microns
- Horiz. Die Dim: 80 microns
- Log Warnings: 40
- Mean Syn Cell Area: 7.78 sq um
- Max Fclk: 255 MHz
- Diodes inserted: 0
- Top cells excl fill/tap: inv_1, clkdlybuf4s50_1, ha_1, buf_4, o21ai_0
- Place WS: -162 ps
- Max Slew Vio Count: 0
- Worst Setup Slack, final: 178 ps
- Die height: 80 microns
- Seq_cells: 0
- Number of hold buffers added after cts: 0
- IO Pins: 25
- Tot GR Track Use: 5.58%
cells by family after synthesis:
logic type	count (synthesis)	synth area share (%)
other	1	0.548
xor gates and xnor gates	6	7.68
adders and majority gates	17	33.3
muxes	7	10.2
buffers and inverters	21	15.0
and+or+nand+nor	11	8.41
AOI/OAI and AO/OA	25	24.9
where the power goes:
part           internal (mW)  leakage (nW)  switching [mW]
combinational         0.0925         0.546          0.0631
clock                      0             0               0
sequential                 0             0               0
total                 0.0925         0.546          0.0631
area by class of cell:
type	instances	area share, %
well taps	46	5.39
multi-input cells	67	57.2
repair buffers	36	31.8
inverters	16	5.63
stage by stage:
stage          std cells  total power [mW]  hold slack [ps]
4_1_cts              164             0.154             2620
2_1_floorplan         88            0.0779             1760
3_5_place_dp         164             0.160             2710
5_1_grt              165             0.175             2480
6_report             165             0.156             2410
3_3_place_gp         164             0.160             2710
critical path, cell delays in order:
cell and delay [ps]:
clkdlybuf4s50_1 420, ha_2 190, fa_2 330, nand3b_1 200, a21oi_2 160, o31a_1 160, buf_4 120, buf_6 100
mux2i_1 210, xor2_1 160, dlygate4sd2_1 220
metal layers:
metal	global-route usage (%)	vias up	share of wire, %
li1	-	364	-
met1	7.52	314	46
met2	9.79	12	49
met3	0.682	0	4.3
met4	0	0	0
met5	0	-	0
how the worst min path moves through the flow:
stage	cells after the start	slack, ps	from	endpoint
5_1_grt	5	2480	In1[0]	Out[1]
6_report	5	2410	In1[0]	Out[1]
4_1_cts	5	2620	In2[7]	Out[8]
Yosys cell counts:
| library cell | instances | area share [%] |
|---|---|---|
| and4_1 | 1 | 1.3 |
| o31a_1 | 1 | 1.3 |
| a21oi_2 | 1 | 1.3 |
| xor2_1 | 4 | 5.1 |
| buf_6 | 2 | 3.3 |
| nand4_1 | 1 | 0.91 |
| fa_1 | 2 | 5.9 |
| mux2i_1 | 7 | 10 |
| a31oi_1 | 4 | 3.7 |
| conb_1 | 1 | 0.55 |
| a21o_1 | 2 | 2.2 |
| inv_1 | 16 | 8.8 |
| nor2_1 | 3 | 1.6 |
| and3_2 | 1 | 1.1 |
| a21oi_1 | 4 | 2.9 |
| buf_2 | 1 | 0.73 |
| a211oi_2 | 1 | 1.8 |
| a311oi_1 | 2 | 2.6 |
| o21ai_0 | 6 | 4.4 |
| nand3_1 | 1 | 0.73 |
| xnor2_1 | 2 | 2.6 |
| ha_1 | 15 | 27 |
| a211oi_1 | 2 | 2.2 |
| a21o_2 | 2 | 2.6 |
| nand3b_1 | 1 | 1.1 |
| buf_4 | 2 | 2.2 |
| nand2_1 | 3 | 1.6 |
what timing repair did:
action,in CTS,in global routing
endpoints found under the setup margin,7,6
setup buffers,0,1
gates resized,8,8
pin swaps,3,4
No activity file was given, so power comes from the tool's default toggle rates.
