`flow/config.mk`:
```
export PLATFORM = sky130hd
export DESIGN_NAME = Hough
export DESIGN_NICKNAME = Hough
export VERILOG_FILES = /design/flow/design.v
export SDC_FILE = /design/flow/constraint.sdc
export NUM_CORES = 4
export LEC_CHECK = 1
export CORE_UTILIZATION = 30
```
`flow/constraint.sdc`:
```
current_design Hough

set clk_period 11.1
set clk_io_pct 0.2

create_clock -name clk0 -period $clk_period [get_ports {Clk}]

set non_clock_inputs [all_inputs -no_clocks]
set_input_delay [expr $clk_period * $clk_io_pct] -clock clk0 $non_clock_inputs
set_output_delay [expr $clk_period * $clk_io_pct] -clock clk0 [all_outputs]
```
`flow/design.v`:
```
module Edge(
	input wire			nReset,                                                       
	input wire			Clk,     
	input wire 	[7:0]	PixelIn,
	input wire			FrameIn,
	input wire			LineIn,
	input wire	[7:0]	Width,
	output reg	[7:0]	PixelOut,
	output reg			FrameOut,
	output reg			LineOut
);
	parameter BUFF = 100;
	parameter EXTRA = 1;
	reg [5:0] 	pixelDelay	[BUFF:0];
   	reg 		frameDelay	[BUFF+EXTRA:0];
	reg 		lineDelay	[BUFF+EXTRA:0];
	reg [4:0]		horz_bottom;
	reg [5:0]		horz_middle;
	reg [4:0]		horz_top;
	reg [4:0]		vert_left;
	reg [5:0]		vert_middle;
	reg [4:0]		vert_right;
	wire [8:0]		Width2;
	generate
		genvar j;
		for (j=0; j < BUFF; j = j + 1) begin : delay_pixel
	    	always @(posedge Clk) begin
				pixelDelay[j+1] <= 	pixelDelay[j];
	        end
	    end
		for (j=0; j < BUFF+EXTRA; j = j + 1) begin : delay_control
	    	always @(posedge Clk) begin
				frameDelay[j+1] <= frameDelay[j];
				lineDelay[j+1] <= lineDelay[j];
	        end
	    end
	endgenerate
	assign Width2 = Width << 1;
	always @ (posedge Clk or negedge nReset) begin
		if(!nReset) begin   
			PixelOut <= 0;
			FrameOut <= 0;
	    	LineOut  <= 0;		
		end else begin
			pixelDelay[0] <= PixelIn >> 2;
	        frameDelay[0] <= FrameIn;
			lineDelay[0] <= LineIn;		
			if(pixelDelay[BUFF] > pixelDelay[BUFF-2])  					horz_bottom <= 	(pixelDelay[BUFF] - pixelDelay[BUFF-2]) 				>> 1; 
			else														horz_bottom <= 	(pixelDelay[BUFF-2] - pixelDelay[BUFF]) 				>> 1; 
			if(pixelDelay[BUFF-Width] > pixelDelay[BUFF-Width-2])  		horz_middle <= 	(pixelDelay[BUFF-Width] - pixelDelay[BUFF-Width-2]) 	>> 0; 
			else														horz_middle <= 	(pixelDelay[BUFF-Width-2] - pixelDelay[BUFF-Width]) 	>> 0; 
			if(pixelDelay[BUFF-Width2] > pixelDelay[BUFF-Width2-2])  	horz_top <= 	(pixelDelay[BUFF-Width2] - pixelDelay[BUFF-Width2-2]) 	>> 1; 
			else														horz_top <= 	(pixelDelay[BUFF-Width2-2] - pixelDelay[BUFF-Width2]) 	>> 1; 
			if(pixelDelay[BUFF] > pixelDelay[BUFF-Width2])  			vert_right <= 	(pixelDelay[BUFF] - pixelDelay[BUFF-Width2]) 			>> 1; 
			else														vert_right <= 	(pixelDelay[BUFF-Width2] - pixelDelay[BUFF]) 			>> 1;
			if(pixelDelay[BUFF-1] > pixelDelay[BUFF-Width2-1])  		vert_middle <= 	(pixelDelay[BUFF-1] - pixelDelay[BUFF-Width2-1])		>> 0;
			else														vert_middle <= 	(pixelDelay[BUFF-Width2-1] - pixelDelay[BUFF-1]) 		>> 0; 	
			if(pixelDelay[BUFF-2] > pixelDelay[BUFF-Width2-2])  		vert_left <= 	(pixelDelay[BUFF-2] - pixelDelay[BUFF-Width2-2]) 		>> 1; 
			else														vert_left <= 	(pixelDelay[BUFF-Width2-2] - pixelDelay[BUFF-2]) 		>> 1; 
			PixelOut <= horz_bottom + horz_middle + horz_top + vert_left + vert_middle + vert_right;
			FrameOut <= frameDelay[BUFF+EXTRA];
	    	LineOut  <= lineDelay[BUFF+EXTRA];			
		end
	end
endmodule
module Height(
	input wire			nReset,                                                       
	input wire			Clk,     
	input wire			Frame,
	input wire			Line,
	output reg	[7:0]	Height
);
	reg [7:0]	count;
	always @ (posedge Clk or negedge nReset) begin
		if(!nReset) begin  
			count <= 0;
			Height <= 0;
		end else begin
			if(Line) begin
				if(Frame) begin	
					count <= 0;
					Height <= count + 1;
				end else begin
					count <= count + 1;
				end
			end
		end
	end
endmodule
module Hough(
	input wire			nReset,                                                       
	input wire			Clk,     
	input wire 	[7:0]	PixelIn,
	input wire			FrameIn,
	input wire			LineIn,
	output wire	[7:0]	PixelOut,		 
	output wire			FrameOut,
	output wire			LineOut
);
	wire	[7:0]			HeightOut;
	wire	[7:0]			WidthOut;
	wire	[7:0]			PixelEd2Re;
	wire					FrameEd2Re;
	wire					LineEd2Re;
	wire	[7:0]			PixelRe2Li;
	wire					FrameRe2Li;
	wire					LineRe2Li;
	Edge Edge(
		.nReset     (nReset),
		.Clk       	(Clk),
		.PixelIn	(PixelIn),
		.FrameIn	(FrameIn),
		.LineIn		(LineIn),
		.Width		(WidthOut),
		.PixelOut	(PixelEd2Re),
		.FrameOut	(FrameEd2Re),
		.LineOut	(LineEd2Re)
	);
	Width Width(
		.nReset     (nReset),
		.Clk       	(Clk),
		.Line		(LineIn),
		.Width		(WidthOut)
	);
	Height Height(
		.nReset     (nReset),
		.Clk       	(Clk),
		.Line		(LineIn),
		.Frame		(FrameIn),
		.Height		(HeightOut)
	);
	Resize Resize(
		.nReset     (nReset),
		.Clk       	(Clk),
		.PixelIn	(PixelEd2Re),
		.FrameIn	(FrameEd2Re),
		.LineIn		(LineEd2Re),
		.Width		(WidthOut),
		.Height		(HeightOut),
		.PixelOut	(PixelRe2Li),
		.FrameOut	(FrameRe2Li),
		.LineOut	(LineRe2Li)
	);
	Line Line(
		.nReset     (nReset),
		.Clk       	(Clk),
		.PixelIn	(PixelRe2Li),
		.FrameIn	(FrameRe2Li),
		.LineIn		(LineRe2Li),
		.m			(8'h01),
		.c			(8'h01),
		.PixelOut	(PixelOut),
		.FrameOut	(FrameOut),
		.LineOut	(LineOut)
	);
endmodule
module Line(
	input wire			nReset,                                                       
	input wire			Clk,     
	input wire 	[7:0]	PixelIn,
	input wire			FrameIn,
	input wire			LineIn,
	input wire	[7:0]	m,
	input wire	[7:0]	c,
	output reg	[7:0]	PixelOut,
	output reg			FrameOut,
	output reg			LineOut
);
	reg	[7:0]	x;
	reg	[7:0] 	y;
	always @ (posedge Clk  or negedge nReset) begin
		if(!nReset) begin
			x <= 0;
			y <= 0;
		end else begin
			if(FrameIn) begin
				x <= 0;
				y <= 0;
			end else begin
				if(LineIn) begin
					x <= 0;	
					y <= y + 1;
				end else begin
					x <= x + 1;
				end
			end
		end
	end
	always @ (posedge Clk or negedge nReset) begin
		if(!nReset) begin   
			PixelOut <= 0;
			FrameOut <= 0;
	    	LineOut  <= 0;		
		end else begin
			if(y == (m*x) + c) begin
				PixelOut <= 8'hFF;
			end else begin
				PixelOut <= PixelIn;
			end
			FrameOut <= FrameIn;
	    	LineOut <= LineIn;
		end
	end
endmodule
module Resize(
	input wire			nReset,                                                       
	input wire			Clk,     
	input wire 	[7:0]	PixelIn,
	input wire			FrameIn,
	input wire			LineIn,
	input wire	[7:0]	Width,
	input wire	[7:0]	Height,
	output reg	[7:0]	PixelOut,
	output reg			FrameOut,
	output reg			LineOut
);
	reg [7:0]	x;
	reg [7:0]	y;
	reg [7:0]	BuffPixel;
	reg			BuffFrame;
	reg			BuffLine;
	always @ (posedge Clk  or negedge nReset) begin
		if(!nReset) begin
			x <= 0;
			y <= 0;
		end else begin
			if(FrameIn) begin
				x <= 0;
				y <= 0;
			end else begin
				if(LineIn) begin
					x <= 0;	
					y <= y + 1;
				end else begin
					x <= x + 1;
				end
			end
		end
	end
	always @ (posedge Clk or negedge nReset) begin
		if(!nReset) begin
			PixelOut <= 0;
			FrameOut <= 0;
			LineOut <= 0;		
		end else begin		
			BuffPixel <= PixelIn;
			BuffFrame <= FrameIn;
			BuffLine <= LineIn;
			if(	(x > Width-3) | (y > Height-3))		
				PixelOut <= 8'h00;
			else 									
				PixelOut <= BuffPixel;
			FrameOut <= BuffFrame;
			LineOut <= BuffLine;	
		end
	end
endmodule
module Width(
	input wire			nReset,                                                       
	input wire			Clk,     
	input wire			Line,
	output reg	[7:0]	Width
);
	reg [7:0]	count;
	always @ (posedge Clk or negedge nReset) begin
		if(!nReset) begin  
			count <= 0;
			Width <= 0;
		end else begin
			if(Line) begin
				count <= 0;
				Width <= count + 1;
			end else begin
				count <= count + 1;
			end
		end
	end
endmodule
```
`flow/run.sh`:
```
#!/bin/bash
# OpenROAD 26Q1-2900-gdf79404cd8, Yosys 0.63+post, stock flow scripts
make -C /OpenROAD-flow-scripts/flow DESIGN_CONFIG=/design/flow/config.mk WORK_HOME=/design/flow/orfs finish
```
==> flow_summary.json <==
{
  "clk_latency_ns": 0.81,
  "port_buffers": 19,
  "fin_tns_setup_ns": 0,
  "period_used_pct": 81.9,
  "antenna_left": 0,
  "die-width_microns": 386,
  "r2r_setup_slack_ns": 2.01,
  "final_cell_mix": "802 x dfxtp_1, 429 x buf_4, 345 x a22oi_1",
  "cts_tree": "done",
  "numCtsBuffers": 103,
  "post_cts_buffers": 0,
  "chipArea_sq_um": 149000,
  "preCtsSetupSlack_ns": 2.57,
  "fp_util_pct": 30.3,
  "worst-slew-pin-transition_ns": 1.40,
  "yosys_register_bits": 946,
  "worstHoldPathType": "flip-flop to flip-flop",
  "avgSynthCellArea_sq_um": 9.72,
  "fmax_mhz": 110,
  "htree_levels": 3,
  "path_delay_family": "buffers and inverters",
  "drt_iter0_drc": 8220,
  "warnings": 66,
  "final_layout_top_logic_cell": "dfxtp_1",
  "die_h_microns": 386,
  "r2r-end": "Edge.horz_middle[5]",
  "place_congestion": 1.25,
  "cts_root_buf": "clkbuf_16",
  "cts_sinks": 946,
  "syn_inst": 4542,
  "min-delay-start": "Edge.lineDelay[68]",
  "largestRegisters": "Edge.pixelDelay: 606 flops, Edge.frameDelay: 102 flops, Edge.lineDelay: 102 flops",
  "critPathKind": "flip-flop to flip-flop",
  "largest_reg_flops": 606,
  "combPwrFrac_pct": 42.5,
  "fin_crit_ns": 9.09,
  "vias_per_cell": 7.35,
  "final_hold_viol_count": 0,
  "setup_ws_ns": 2.01,
  "placed_area_sq_um": 49200,
  "crit_path_start": "Width.Width[1]",
  "rows": 140,
  "hold_depth": 0,
  "r2r_start": "Width.Width[1]",
  "p_leak_nw": 19.8,
  "syn_area_sq_um": 44200,
  "max-vdd-ir-drop_uv": 247,
  "drive_gt1_share_pct": 18.0,
  "largest-register": "Edge.pixelDelay",
  "area_growth_pct": 20.4,
  "outcome": "completed",
  "cts_hold_buf": 0,
  "finalMaxSlewViolations": 0,
  "p_int_mw": 7.35,
  "cp_slowest_stage_delay_ns": 0.89,
  "fin_skew_ns": 0.0829,
  "post_drt_wl_per_cell_microns": 57.6,
  "holdPathEnd": "Edge.lineDelay[69]",
  "yosys_warnings": 8,
  "ys_types": 120,
  "pwr-share-clk_pct": 27.2,
  "pwr-share-seq_pct": 30.3,
  "drt_wl_total_microns": 400000,
  "post-route-drc-count": 0,
  "timing.hold.ws_ns": 0.319,
  "grt_pass1_wl_microns": 503000,
  "synth_seq_share_pct": 45.1,
  "vias": 51100,
  "grt_setup_unrepaired": "false",
  "edf_count": 50,
  "ys_cells": 4542,
  "cts_max_path_buffers": 3,
  "post-dp-hpwl_microns": 289000,
  "switchingPower_mw": 5.91,
  "slew_headroom_pct": 6.22,
  "crit_arrival_ns": 9.60,
  "ff_type": "dfxtp_1",
  "grt_pass1_vias": 46400,
  "crit_fanout": 32,
  "final_area_sq_um": 53200,
  "antenna_found_initial": 92,
  "clkSlewWorstSetupHoldPaths_ns": 0.06,
  "track_usage_pct": 54.6,
  "setup_viol": 0,
  "worstSetupEndpointType": "flip-flop",
  "critical_path.most_common_cell": "buf_4",
  "required_ns": 11.61,
  "critPathLaunchType": "flip-flop",
  "grt.overflow.total": 0,
  "drt_pass1_iterations": 14,
  "cts_resized": 0,
  "async_flop_share_pct": 9.94,
  "core_sq_um": 146000,
  "max_cap_violations": 0,
  "grt_max_degree": 64,
  "crit_slowest_cell": "nor2_2",
  "rr_worst_depth": 28,
  "p_per_area_nw_per_um2": 249,
  "io_pins": 22,
  "yosysChipArea_sq_um": 44200,
  "cp_num_buf_inv": 7,
  "sw_frac_of_total_pct": 44.6
}
## worst max-delay path by stage
stage,endpoint,slack [ns],cells after the start
finish,Edge.horz_middle[5],2.01,28
global route,Edge.horz_top[2],2.04,26
CTS,Edge.horz_middle[5],2.51,28
## layout make-up
cell class                      instances  area (sq um)
Antenna cell                          139           348
Clock buffer                          135          2890
Clock inverter                         58           716
Fill cell                           14500         92800
Inverter                               96           360
Multi-Input combinational cell       3202         23100
Sequential cell                       946         19900
Tap cell                             1917          2400
Timing Repair Buffer                  451          3470
## cells in the mapped netlist (18+ instances only)
cell type | instances | area share [%]
fa_1 | 28 | 1.3
nand2b_1 | 28 | 0.40
buf_2 | 72 | 0.82
edfxtp_1 | 50 | 3.4
buf_6 | 18 | 0.46
and2_1 | 24 | 0.34
o22ai_1 | 52 | 0.74
ha_1 | 113 | 3.2
clkbuf_1 | 160 | 1.4
a21o_1 | 18 | 0.31
xor2_1 | 43 | 0.85
a2111oi_0 | 25 | 0.50
o21a_1 | 23 | 0.39
o21ai_1 | 19 | 0.22
nand4_1 | 83 | 1.2
a22oi_1 | 345 | 5.9
nor3_1 | 90 | 1.0
mux2i_1 | 101 | 2.3
a31oi_1 | 74 | 1.0
o21ai_0 | 136 | 1.5
dfrtp_1 | 94 | 5.3
nor2b_1 | 32 | 0.45
dfxtp_1 | 802 | 36
a32o_1 | 20 | 0.45
o211ai_1 | 33 | 0.56
a221oi_1 | 121 | 2.4
a21oi_1 | 238 | 2.7
nor2_1 | 273 | 2.3
xnor2_1 | 52 | 1.0
a222oi_1 | 94 | 2.1
and3_1 | 71 | 1.0
inv_1 | 91 | 0.77
nand3_1 | 169 | 1.9
a32oi_1 | 60 | 1.2
nor4_1 | 33 | 0.47
nand2_1 | 305 | 2.6
buf_1 | 35 | 0.30
mux2_2 | 45 | 1.1
a211oi_1 | 32 | 0.54
a22o_1 | 111 | 2.2
## per-layer routing
metal / vias up / global-route usage, % / share of wire [%]
met5: - / 18.7 / 0.84
met4: 84 / 46.8 / 11
met3: 2105 / 39.9 / 16
met2: 5365 / 68.3 / 37
met1: 25100 / 58.7 / 34
li1: 18400 / - / -
## cells by family (layout without fill, tap and decap cells)
logic type / after synthesis / after routing / synth area share (%)
adders and majority gates: 141 / 141 / 4.47
and+or+nand+nor: 1205 / 1205 / 13.5
xor gates and xnor gates: 99 / 99 / 2.09
buffers and inverters: 394 / 740 / 3.97
DFF: 946 / 946 / 45.1
AOI/OAI and AO/OA: 1609 / 1609 / 27.3
muxes: 148 / 148 / 3.51
other: 0 / 139 / 0
## power by group through the flow
stage,logic [mW],clock network (mW),registers [mW]
finish,5.64,3.61,4.01
global route,5.67,3.76,4.01
CTS,5.28,3.63,3.99
## through the flow
stage | instances | util (%) | power [mW]
floorplan | 4542 | - | 6.55
global placement | 6612 | 33.7 | 9.36
detailed placement | 6612 | 33.7 | 9.29
CTS | 6805 | 36.2 | 12.9
global route | 6848 | 36.3 | 13.4
finish | 6944 | 36.4 | 13.3
Power and IR drop assume default switching activity.
