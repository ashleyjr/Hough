==> run.sh <==
#!/bin/bash
# OpenROAD 26Q1-2900-gdf79404cd8, Yosys 0.63+post, stock flow scripts
make -C /OpenROAD-flow-scripts/flow DESIGN_CONFIG=/design/flow/config.mk WORK_HOME=/design/flow/orfs finish
==> config.mk <==
export PLATFORM = sky130hd
export DESIGN_NAME = Diff
export DESIGN_NICKNAME = Diff
export VERILOG_FILES = /design/flow/design.v
export SDC_FILE = /design/flow/constraint.sdc
export NUM_CORES = 4
export LEC_CHECK = 1
export CORE_AREA = 10 10 75 75
export DIE_AREA = 0 0 85 85
==> constraint.sdc <==
current_design Diff

set clk_period 4.1
set clk_io_pct 0.2

create_clock -name clk0 -period $clk_period

set non_clock_inputs [all_inputs -no_clocks]
set_input_delay [expr $clk_period * $clk_io_pct] -clock clk0 $non_clock_inputs
set_output_delay [expr $clk_period * $clk_io_pct] -clock clk0 [all_outputs]
==> design.v <==
module Diff(     
	input wire 	[7:0]	In1,
	input wire 	[7:0]	In2,
	output wire	[7:0]	Out
);
	always @(*) 
		if (In1 > In2 )
			Out = In1 - In2;
		else
			Out = In2 - In1;
endmodule
==> notes.md <==
Implementation summary

For this run, the slowest stage of the critical path takes 0.48 ns. There are 0 flip-flops and latches. The routed wire length per instance is 11.0 um. From synthesis to final layout, the design area changed by 59.7%. Yosys printed 3 warnings. The tally of nets with antenna violations remaining after routing is 0. Total power normalized to cell area comes to 147 mW/mm^2. The arrival time of data at the critical path endpoint is 3.12 ns. The critical path maximum fanout is 6. The via count of the first global-routing pass was 727. The placer's final routability congestion estimate is 0.829. The region available for standard cell placement spans 0.00406 sq mm. The first-pass GRT wire length is 3.37 mm. The power share of the clock group is 0%. Pin placement for this block handled 24 I/O pins. The synthesized design spends more area on one cell type than any other, namely ha_1. The cell leakage power is 0.543 nW. The kind of start point of the critical path is an input pin. The layout report lists the combined flip-flop and latch area as 0 sq um. The number of distinct library cells after synthesis is 26. The flow ran to the end, and the final reports show no timing, DRC or antenna violations.

The min-delay analysis places its worst path in the category in2out. The number of OpenROAD warnings is 40. Per the log, the first TritonRoute iteration ended with a DRC count of 31. Per the detailed-route log, wirelength across all metal layers totals 1.90 mm. Among logic cells in the layout, the one with the most instances is clkdlybuf4s50_1. Combinational logic is responsible for 100.0% of the overall power.

The share of synthesized area in the top cell type comes to 27.9%. The worst path required time is 3.28 ns. The number of placement rows is 23. The slowest stage of the critical path is the clkdlybuf4s50_1 cell. Cells with a size suffix above 1 make up 26.8% of the layout.

STA classifies the critical path endpoint as a primary output. The number of iterations in the first detailed-routing pass is 3. After layout, the worst path uses 96.0% of the clock period.

In this run the VDD rail shows a maximum IR drop of 0.0355 mV. The actual transition at the worst max-transition pin is 0.377 ns. Measured along the y axis, the die boundary spans 85 um.

Entering global routing, the biggest net connects 10 pins. The number of antenna violations at the first check in global routing is 0. The tally of clock buffers in the finished layout is 0. In this run the tool buffered the top-level ports with 24 buffer cells. The vias per cell is 4.04.

Setup repair after global routing left no endpoint under its margin. The total global routing track utilization is 5.28%. The aggregate negative setup slack is 0 ns. The total count of hold-check failures in the final report is 0. The total setup violations reported at the end of the flow is 0. Subtracting the final worst setup slack from the clock period gives 3.94 ns. The half-perimeter wire length after placement is 1.67 mm. The net switching fraction of the power is 41.5%. Per the slew report, the remaining headroom to the max-slew limit stands at 74.6%. In this design, the critical path's most frequently occurring cell is buf_4. For this run, the script counts the antenna cells in the layout as 0. The count of pins over their slew limit is 0. The routed layout has 699 vias. Dividing the synthesized area by the synthesized cell count gives 7.83 sq um. Max-cap violations in this run came to 0.

The chip area is 0.00723 sq mm. The flow reports that sequential cells draw 0% of the design power. The post-synthesis chip area from yosys is 673 sq um. The area of the mapped netlist is 673 sq um. The final power report lists total power as 158 uW. Yosys stat counts 86 cells in the synthesized netlist.

After synthesis, the cell types taking the most area are ha_1 28%, mux2i_1 10%, inv_1 8.9%, fa_1 5.9%, xor2_1 5.2%. The net switching power of the design is 65.8 uW. Before placement the cells fill 16.6% of the core. The gate count after technology mapping is 86. The horizontal die dimension reported for this design is 85 um. Per the GRT congestion report, total overflow comes to 0. Timing would allow up to 254 MHz.

The library cells used most frequently in the layout, excluding fill and tap cells, are 17 x clkdlybuf4s50_1, 16 x inv_1, 16 x buf_4. The worst setup path is of the in2out kind. The signal on the critical path passes through clkdlybuf4s50_1 > inv_1 > ha_2 > a211oi_2 > nor2_1 > o31a_1 > buf_4 > buf_6 > buf_4 > mux2i_2 > xor2_1 > buf_2. The sequential fraction of the synthesis area is 0%. For this run, design rule violations remaining after detail routing come to 0. The internal power is 92.6 uW.
[path summary, 6_finish.rpt]
kind  slack, ns    from  cells after the start     end
max        0.16  In1[5]                     12  Out[6]
min        2.41  In1[0]                      5  Out[0]
[per-stage QoR]
step	cells	util [%]	cell area [sq um]	hold slack, ns	worst slack, ns
2_1_floorplan	86	-	673	1.76	0.973
3_3_place_gp	170	25.8	1050	2.71	-0.191
3_5_place_dp	170	25.8	1050	2.71	-0.201
4_1_cts	173	26.6	1080	2.59	-0.00207
5_1_grt	173	26.5	1070	2.47	0.00884
6_report	173	26.5	1070	2.41	0.163
[synthesized netlist by cell type (all sizes together)]
library cell  count
inv              16
ha               15
mux2i             7
o21ai             6
a21oi             5
a21o              4
a31oi             4
buf               4
xor2              4
a211oi            3
nand2             3
nor2              3
a311oi            2
fa                2
xnor2             2
and3              1
and4              1
nand3             1
nand3b            1
nand4             1
o31a              1
[layout make-up]
| class | instances | area [sq um] |
|---|---|---|
| Fill cell | 433 | 2980 |
| Multi-Input combinational cell | 66 | 601 |
| Timing Repair Buffer | 41 | 352 |
| Tap cell | 50 | 62.6 |
| Inverter | 16 | 60.1 |
[cells by family (layout without fill, tap and decap cells)]
group | after synthesis | after routing | share of synthesized area, %
compound gates | 25 | 25 | 25.3
simple gates | 11 | 11 | 8.55
xor+xnor | 6 | 6 | 7.81
buf+inv | 20 | 57 | 14.1
mux | 7 | 7 | 10.4
fa+ha+maj | 17 | 17 | 33.8
[per-layer routing]
metal / vias to the layer above / track usage, % / part of all wire (%)
met5: - / 0 / 0
li1: 374 / - / -
met1: 314 / 7.33 / 50
met2: 11 / 8.86 / 45
met4: 0 / 0 / 0
met3: 0 / 0.867 / 4.7
[critical path, delay by kind of cell]
family          cells  cell delay [ns]
simple gates        1             0.08
xor+xnor            1             0.16
mux                 1             0.19
compound gates      2             0.52
buf+inv             6             1.04
fa+ha+maj           1             0.33
[what timing repair did]
action,in CTS,in global routing
buffers inserted,3,0
pin swaps,6,6
gates resized,13,12
endpoints found under the setup margin,6,6
hold buffers,0,0
[power groups by stage]
stage | logic, mW | clock network, mW | registers [mW]
6_report | 0.158 | 0 | 0
4_1_cts | 0.163 | 0 | 0
5_1_grt | 0.179 | 0 | 0
Power and IR drop assume default switching activity.
