**flow/config.mk**
```make
export PLATFORM = sky130hd
export DESIGN_NAME = OutHandle
export DESIGN_NICKNAME = OutHandle
export VERILOG_FILES = /design/flow/design.v
export SDC_FILE = /design/flow/constraint.sdc
export NUM_CORES = 4
export LEC_CHECK = 1
export CORE_AREA = 10 10 91 91
export DIE_AREA = 0 0 101 101
```
**flow/constraint.sdc**
```tcl
current_design OutHandle

set clk_period 1.6
set clk_io_pct 0.2

create_clock -name clk0 -period $clk_period [get_ports {Clk}]

set non_clock_inputs [all_inputs -no_clocks]
set_input_delay [expr $clk_period * $clk_io_pct] -clock clk0 $non_clock_inputs
set_output_delay [expr $clk_period * $clk_io_pct] -clock clk0 [all_outputs]
```
**flow/design.v**
```verilog
module OutHandle(                                                   
	input wire			nReset,   
	input wire			Clk,                                                         
	input wire	[7:0]	Pixel,
	input wire			Frame,
	input wire			Line,
	output reg			FrameOut,
	output reg	[7:0]	data,
	output reg	[7:0]	i,
	output reg	[7:0] 	j
);
	reg [7:0] col;
	reg [7:0] row;
	always @ (posedge Clk or negedge nReset) begin
		if(!nReset) begin
			i <= 0;
			j <= 0;
			data <= 0;
		end else begin
			FrameOut <= Frame;
			data <= Pixel;
			if(Frame) begin
				i <= 0;
				j <= 0;
			end else begin	
				if(Line) begin
					i <= 0;
					j <= j + 1;
				end else begin
					i <= i + 1;
				end
			end
		end
	end
endmodule
```
**flow/run.sh**
```bash
#!/bin/bash
# OpenROAD 26Q1-2900-gdf79404cd8, Yosys 0.63+post, stock flow scripts
make -C /OpenROAD-flow-scripts/flow DESIGN_CONFIG=/design/flow/config.mk WORK_HOME=/design/flow/orfs finish
```
==> qor.txt <==
Slowest cell on crit path: clkdlybuf4s50_1
TritonCTS clock tree: built
reg2reg end: j[6]
DP Area: 0.00146 mm^2
Cells after Synth: 81
WL/cell: 12.2 um
WL final: 2450 um
Critical Path, Cell by Cell: clkdlybuf4s50_1
cts bufs inserted: 3
Worst EP required: 1.28 ns
mapped cell area: 976 um^2
actual slew at the worst max-slew pin: 0.316 ns
internal power: 0.905 mW
Lkg Pwr: 0.597 nW
hold path cells: 1
Post-DRT Antenna Nets: 0
clk slew on worst S/H paths: 0.09 ns
Sw Share: 21.5%
Site Rows: 29
DR pass1 iterations: 4
die span in x: 101 um
GR Overflow Total: 0
CORE AREA: 0.00635 mm^2
Hold Path Sink: data[2]
floorplan utilization: 15.4%
vias per cell: 3.77
htree depth: 1
final setup fails: 0
proportion of layout cells with a drive suffix above 1: 9.68%
dpl hpwl: 1870 um
Yosys Instances: 81
Placed Cells: 197
Critical Path AT: 1.22 ns
clk latency of the worst-skew pair: 0.27 ns
initial antenna violation count: 0
Final Non-Filler Cells: 201
Reg-to-Reg Start: j[0]
OpenROAD warning count: 25
Clock Path Buffers: 2
number of global-route vias before repair: 746
crit path buf inv count: 1
Final Max Tran Viols: 0
Max stage delay on crit path: 0.52 ns
Highest Clock Rate: 0.650 GHz
IO Pins: 37
final hold vios: 0
status: completed
worst hold path startpoint: Pixel[2]
clock share of power: 32.4%
area of the multi-input gates: 319 um^2
Area Growth Syn to Fin: 54.0%
syn_area_per_cell: 12.0 um^2
DIE AREA: 0.0102 mm^2
power share of the combinational group: 9.5%
area leader, netlist: dfrtp_1
P_sw: 0.248 mW
routed vias: 757
initial drt markers: 18
fin area: 0.00150 mm^2
Tmin final: 1.54 ns
clock sinks: 25
Final period util: 96.1%
All-Layer GR Usage: 4.66%
Setup Buffers After CTS: 0
Storage cell area: 633 um^2
Buffers on Ports: 36
Area leader share: 61.5%
CP delay by family, top: buffers and inverters
Flops after synth: 25
DR DRC count: 0
PwrDens: 767 mW/mm^2
Synth Seq Share: 64.6%
# resized after CTS: 0
Worst VDD drop: 0.323 mV
Rel. slew slack: 79.0%
Reg2Reg Setup Slack: 0.16 ns
MaxCap Viol Count: 0
Crit Path Max Fanout: 4
Setup Crit Path Kind: flip-flop to output port
crit path launch type: flip-flop
routability cong.: 0.799
reg2reg path depth: 4
fill count: 679
yosys warning tally: 1
hold crit path type: input pin to flip-flop
Distinct lib cells used: 22
Root Driver: clkbuf_8
pin count of the biggest net entering global routing: 25
sequential share of power: 58.1%
PnR Total Power: 1.15 mW
Clock Skew: 0.00102 ns
Post-synth area hogs: dfrtp_1 (62%), xor2_1 (4.5%), nor2_1 (3.8%), a21oi_1 (3.1%), edfxtp_1 (3.1%)
first-pass GRT wire length: 3840 um
hold_buf cts: 0
antenna cells: 0
crit end category: output port
RSZ-0062 raised after global routing: no
Die H: 101 um
yosys stat area: 976 um^2
-- per-layer routing --
| metal | share of wire (%) | vias to the layer above | global-route usage [%] |
|---|---|---|---|
| met5 | 0 | - | 0 |
| met4 | 0 | 0 | 0.107 |
| met1 | 44 | 360 | 6.24 |
| met2 | 42 | 32 | 6.83 |
| li1 | - | 365 | - |
| met3 | 13 | 0 | 2.63 |
-- synthesized netlist by cell type --
master	n
or3_1	3
buf_6	1
nand3_1	4
xnor2_1	2
inv_1	1
and2_1	1
a21oi_1	6
nand2_1	5
nand4_1	2
ha_1	2
o31ai_1	3
nand4_2	1
edfxtp_1	1
o21ai_0	3
xor2_1	5
buf_4	1
mux2i_1	1
or4_1	3
dfrtp_1	24
clkbuf_1	1
nor2_1	10
or2_1	1
-- worst register-to-register path: stages (launching register included) --
cell and delay (ns):
dfrtp_1 0.44, ha_1 0.22, inv_1 0.06, or4_1 0.51, a21oi_1 0.15
-- state kept, by name, indices dropped and copies added, names as in the netlist --
name      cells
data          8
i             8
j             8
FrameOut      1
-- placed cells by master (no fill, tap or decap), types with 3 or more instances in the layout --
cell type / netlist / final
a21oi_1: 6 / 6
buf_4: 1 / 6
clkbuf_8: 0 / 3
clkdlybuf4s50_1: 0 / 36
dfrtp_1: 24 / 22
nand2_1: 5 / 5
nand3_1: 4 / 4
nor2_1: 10 / 10
o21ai_0: 3 / 3
o31ai_1: 3 / 3
or3_1: 3 / 3
or4_1: 3 / 3
xor2_1: 5 / 5
-- final cells by class --
class,instances,area share (%)
flip-flops and latches,25,42.1
repair buffers,42,27.0
multi-input cells,52,21.2
well taps,77,6.41
clock buffers,4,3.00
inverters,1,0.250
-- how the worst max path moves through the flow --
stage | to | slack (ns) | depth (start not counted) | startpoint
4_1_cts | j[2] | 0.008 | 1 | j[2]
6_report | j[4] | 0.06 | 1 | j[4]
5_1_grt | j[4] | 0.0002 | 1 | j[4]
-- logic make-up (layout without fill, tap and decap cells) --
logic type               count (synthesis)  count (layout)  synth area share (%)
XOR/XNOR                                 7               7                  6.28
flip-flops                              25              25                  64.6
adder cells (fa/ha/maj)                  2               2                  2.56
AND/OR/NAND/NOR                         30              30                  15.9
AND-OR/OR-AND                           12              12                  6.92
buffers and inverters                    4              47                  2.69
multiplexers                             1               1                  1.03
-- through the flow --
step	utilization, %	setup WS (ns)	setup TNS [ns]	hold WS [ns]
after floorplan	-	0.282	0	0.0244
after global placement	22.9	-0.0236	-0.0236	0.521
after detailed placement	22.9	-0.0561	-0.0819	0.518
after CTS	23.6	0.00834	0	0.476
after global routing	23.7	0.000228	0	0.468
final	23.7	0.0622	0	0.481
-- power groups by stage --
stage / logic (mW) / registers [mW] / clock network (mW)
final: 0.110 / 0.669 / 0.374
after global routing: 0.125 / 0.672 / 0.426
after CTS: 0.115 / 0.669 / 0.398
Power and IR drop assume default switching activity.
